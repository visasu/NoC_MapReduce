==> design/flow/run.sh <==
#!/bin/bash
# OpenROAD 26Q1-2900-gdf79404cd8, Yosys 0.63+post, stock flow scripts
make -C /OpenROAD-flow-scripts/flow DESIGN_CONFIG=/design/flow/config.mk WORK_HOME=/design/flow/orfs finish
==> design/flow/config.mk <==
export PLATFORM = sky130hd
export DESIGN_NAME = noc_input_controller
export DESIGN_NICKNAME = noc_input_controller
export VERILOG_FILES = /design/flow/design.v
export SDC_FILE = /design/flow/constraint.sdc
export NUM_CORES = 4
export LEC_CHECK = 1
export CORE_UTILIZATION = 30
==> design/flow/constraint.sdc <==
current_design noc_input_controller

set clk_period 1.1
set clk_io_pct 0.2

create_clock -name clk0 -period $clk_period [get_ports {CLK}]

set non_clock_inputs [all_inputs -no_clocks]
set_input_delay [expr $clk_period * $clk_io_pct] -clock clk0 $non_clock_inputs
set_output_delay [expr $clk_period * $clk_io_pct] -clock clk0 [all_outputs]
==> design/flow/design.v <==
module noc_input_controller (
    data_in,
    address,
    flit_in, 
    tail_in,
    CLK,
    RST_N,
    flit_out,
    get_credit,
    en_get_credit
);
localparam dest_bits = $clog2(16);
localparam vc_bits = (2 > 1) ? $clog2(2) : 1;
localparam flit_port_width = 2  + 64 + dest_bits + vc_bits;
input [64-1:0] data_in;
input                   tail_in;
input CLK;
input RST_N;
reg [4-1:0] mapper_free;
input [flit_port_width-1:0] flit_in;
output reg [flit_port_width-1:0] flit_out;
output reg [3-1:0] address;
reg [64-1:0] data_out;
output en_get_credit;
input [vc_bits:0] get_credit;  
reg [dest_bits-1:0] dest;  
reg tail_internal;  
reg valid;
reg [vc_bits-1:0] vc;
reg [2:0] num_credits;
reg [64-1:0] data_internal;
assign en_get_credit = 1'b1;
assign vc = 'b0;
assign mapper_free = 'b0001;
wire [flit_port_width-1:0] flit_out_internal;
always@(posedge CLK) begin
  if (~RST_N) begin
    valid <= 1'b0;
    data_internal <= 'b0;
    tail_internal <= 1'b0;
    dest <= 4'b0001;
    address <= 'b0;
    num_credits <= 3'b111;
  end
  else begin
    valid <= 1'b1;
    data_internal <= data_in;
    tail_internal <= tail_in;
    address <= address+'b1;
    flit_out <= {valid, tail_internal, dest, vc, data_internal};
    if (get_credit[vc_bits])
    begin
    end
    else
    begin
        num_credits <= num_credits-1;
    end
    casez (mapper_free)
      4'b???1 : dest <= 4'b0001;
      4'b??1? : dest <= 4'b0010;
      4'b?1?? : dest <= 4'b0011;
      4'b1??? : dest <= 4'b0100;
      default : dest <= 4'b0001;
    endcase
  end
end
endmodule  
==> impl_metrics.tcl <==
# yosys + openroad results
set metrics [dict create \
    io_pins 215 \
    fillers 1140 \
    grt_max_degree 34 \
    drt-total-wl_um 6070 \
    n_antenna_cell 0 \
    slew_violations 0 \
    yosysChipArea_um2 3920 \
    hold_path_class "input pin to register" \
    slowest_stage "edfxtp_1" \
    cp_data_required_time_ps 880 \
    hpwl_um 4160 \
    setup_slack_ps -12.2 \
    cp_max_fo 1 \
    coreArea_um2 12700 \
    fp.dieH_um 116 \
    ys_cells 220 \
    cp_cell_sequence "buf_2" \
    finalSetupViolCount 11 \
    startpoint_type "register" \
    tns_ps -62.7 \
    fp_util 0.309 \
    power_density_nw_per_um2 1970 \
    grt_usage 0.0954 \
    vdd_drop_max_mv 1.10 \
    leakagePower_nw 2.33 \
    ys.flops 135 \
    drc 0 \
    drv_cap 0 \
    yosysWarningCount 3 \
    warnings 100 \
    hold_viol 0 \
    drt-pass1-iter-count 4 \
    dieArea_um2 13500 \
    grt_pass1_wl_um 9390 \
    period_used_share 1.01 \
    crit_arrival_ps 890 \
    numPortBuffers 135 \
    clockBufferDepth 2 \
    rrSetupSlack_ps 60 \
    status "finished, violations left" \
    critPathKind "register to primary output" \
    layout_min_cycle_time_ps 1110 \
    globalRoute.totalOverflow 0 \
    die_x_um 116 \
    cts_buffers 17 \
    utilization 0.448 \
    num_vias 2045 \
    clkTransAtPathRegs_ps 50 \
    stdcell_count 557 \
    routed_via_density 3.67 \
    worst-path-buf-inv 1 \
    root_buffer "clkbuf_16" \
    worst_setup_path_end_kind "primary output" \
    grt_pass1_vias 1946 \
    clock_latency_ps 400 \
    syn_inst 220 \
    postSynthSeqShare 0.859 \
    drt_iter0_markers 109 \
    total_power_mw 11.2 \
    ys_types 10 \
    grt_setup_unrepaired "yes" \
    r2r_start "address[0]" \
    avgRoutedWirePerCell_um 10.9 \
    cts_tree "yes" \
    crit_path_start "flit_out[58]" \
    cpLargestDelayFamily "flip-flops" \
    ant_nets 0 \
    violations "negative setup slack" \
    drive_above_1_share 0.265 \
    fp-row-count 41 \
    clock_sinks 135 \
    htreeDepth 4 \
    fin_worst_skew_ps 3.56 \
    area_growth_pct 45.0 \
    mappedNetlistArea_um2 3920 \
    gp_congestion 0.694 \
    syn_avg_cell_area_um2 17.8 \
    antenna_found_initial 0 \
    maxClockFrequency_mhz 899 \
    dpl.cell_count 524 \
    slowest_delay_ps 370 \
    min_from "RST_N" \
]
[power by group]
group          switching, mW  internal, mW
combinational          0.155         0.379
sequential            0.0565          5.57
clock                   1.79          3.22
total                   2.01          9.17
[per-layer routing]
metal	GRT usage	wire length (um)	share of wire
met2	0.138	2610	0.43
met1	0.137	2680	0.44
met4	0.0214	144	0.024
met3	0.0455	636	0.10
met5	0	0	0
[final timing paths]
kind                  end  depth (start not counted)
max          flit_out[58]                          1
min          flit_out[15]                          1
max reg2reg    address[2]                          4
min reg2reg  flit_out[61]                          0
[registers in the layout, summed over array words and instances (netlist names)]
register / flops
flit_out: 66
valid: 1
data_internal: 64
address: 3
tail_internal: 1
[placed cells by master (no fill, tap or decap), drive strengths merged, types with 2 or more instances in the layout]
| cell type | synthesis | final |
|---|---|---|
| buf | 9 | 77 |
| dfxtp | 69 | 69 |
| and2 | 67 | 67 |
| edfxtp | 66 | 66 |
| clkdlybuf4s50 | 0 | 65 |
| clkbuf | 4 | 28 |
| conb | 2 | 6 |
| clkinvlp | 0 | 2 |
[synth_stat cells]
cell type  number  area (um^2)
ha_1            1         12.5
conb_1          2         7.51
buf_4           6         45.0
edfxtp_1       66         1980
dfxtp_1        69         1380
clkbuf_2        4         20.0
and2_1         67          419
nor2b_1         1         6.26
xor2_1          1         8.76
buf_6           3         33.8
[final cells by class]
| cell class | count | area, um^2 | share of cell area |
|---|---|---|---|
| flip-flops and latches | 135 | 3370 | 0.593 |
| repair buffers | 142 | 1090 | 0.193 |
| clock buffers | 28 | 487 | 0.0857 |
| multi-input cells | 76 | 469 | 0.0826 |
| well taps | 172 | 215 | 0.0379 |
| clock inverters | 4 | 48.8 | 0.00859 |
[cells by family after synthesis]
logic type               Yosys count  share of synthesized area
XOR/XNOR                           1                    0.00224
adder cells (fa/ha/maj)            1                    0.00319
buffers and inverters             13                     0.0252
flip-flops                       135                      0.859
other                              2                    0.00192
AND/OR/NAND/NOR                   68                      0.109
[repair_timing]
action                                  in CTS  in global routing
hold buffers                                 0                  0
hold endpoints to repair                     0                  0
gates resized                              214                  0
setup buffers                                1                  0
endpoints found under the setup margin      69                 66
[stage by stage]
step	hold slack (ps)	area, um^2	setup slack, ps
2_1_floorplan	248	3930	220
3_3_place_gp	385	5480	75.7
3_5_place_dp	389	5480	79.7
4_1_cts	180	5680	-44.2
5_1_grt	180	5680	-73.9
6_report	196	5680	-12.2
